`design/flow/run.sh`:
```
#!/bin/bash
# OpenROAD 26Q1-2900-gdf79404cd8, Yosys 0.63+post, stock flow scripts
make -C /OpenROAD-flow-scripts/flow DESIGN_CONFIG=/design/flow/config.mk WORK_HOME=/design/flow/orfs finish
```
`design/flow/config.mk`:
```
export PLATFORM = sky130hd
export DESIGN_NAME = uart
export DESIGN_NICKNAME = uart
export VERILOG_FILES = /design/flow/design.v
export SDC_FILE = /design/flow/constraint.sdc
export NUM_CORES = 4
export LEC_CHECK = 1
export CORE_UTILIZATION = 40
```
`design/flow/design.v`:
```
`default_nettype none
module uart
#(
    parameter DELAY_FRAMES = 234  
)
(
    input clk,
    input uart_rx,
    output uart_tx,
    output reg [5:0] led,
    input btn1
);
localparam HALF_DELAY_WAIT = (DELAY_FRAMES / 2);
reg [3:0] rxState = 0;
reg [12:0] rxCounter = 0;
reg [7:0] dataIn = 0;
reg [2:0] rxBitNumber = 0;
reg byteReady = 0;
localparam RX_STATE_IDLE = 0;
localparam RX_STATE_START_BIT = 1;
localparam RX_STATE_READ_WAIT = 2;
localparam RX_STATE_READ = 3;
localparam RX_STATE_STOP_BIT = 5;
always @(posedge clk) begin
    case (rxState)
        RX_STATE_IDLE: begin
            if (uart_rx == 0) begin
                rxState <= RX_STATE_START_BIT;
                rxCounter <= 1;
                rxBitNumber <= 0;
                byteReady <= 0;
            end
        end 
        RX_STATE_START_BIT: begin
            if (rxCounter == HALF_DELAY_WAIT) begin
                rxState <= RX_STATE_READ_WAIT;
                rxCounter <= 1;
            end else 
                rxCounter <= rxCounter + 1;
        end
        RX_STATE_READ_WAIT: begin
            rxCounter <= rxCounter + 1;
            if ((rxCounter + 1) == DELAY_FRAMES) begin
                rxState <= RX_STATE_READ;
            end
        end
        RX_STATE_READ: begin
            rxCounter <= 1;
            dataIn <= {uart_rx, dataIn[7:1]};
            rxBitNumber <= rxBitNumber + 1;
            if (rxBitNumber == 3'b111)
                rxState <= RX_STATE_STOP_BIT;
            else
                rxState <= RX_STATE_READ_WAIT;
        end
        RX_STATE_STOP_BIT: begin
            rxCounter <= rxCounter + 1;
            if ((rxCounter + 1) == DELAY_FRAMES) begin
                rxState <= RX_STATE_IDLE;
                rxCounter <= 0;
                byteReady <= 1;
            end
        end
    endcase
end
always @(posedge clk) begin
    if (byteReady) begin
        led <= ~dataIn[5:0];
    end
    else begin
        led <= 6'b010101;
    end
end
reg [3:0] txState = 0;
reg [24:0] txCounter = 0;
reg [7:0] dataOut = 0;
reg txPinRegister = 1;
reg [2:0] txBitNumber = 0;
reg [3:0] txByteCounter = 0;
assign uart_tx = txPinRegister;
localparam MEMORY_LENGTH = 12;
reg [7:0] testMemory [MEMORY_LENGTH-1:0];
initial begin
    testMemory[0] = "L";
    testMemory[1] = "u";
    testMemory[2] = "s";
    testMemory[3] = "h";
    testMemory[4] = "a";
    testMemory[5] = "y";
    testMemory[6] = " ";
    testMemory[7] = "L";
    testMemory[8] = "a";
    testMemory[9] = "b";
    testMemory[10] = "s";
    testMemory[11] = " ";
end
localparam TX_STATE_IDLE = 0;
localparam TX_STATE_START_BIT = 1;
localparam TX_STATE_WRITE = 2;
localparam TX_STATE_STOP_BIT = 3;
localparam TX_STATE_DEBOUNCE = 4;
always @(posedge clk) begin
    case (txState)
        TX_STATE_IDLE: begin
            if (btn1 == 0) begin
                txState <= TX_STATE_START_BIT;
                txCounter <= 0;
                txByteCounter <= 0;
            end
            else begin
                txPinRegister <= 1;
            end
        end 
        TX_STATE_START_BIT: begin
            txPinRegister <= 0;
            if ((txCounter + 1) == DELAY_FRAMES) begin
                txState <= TX_STATE_WRITE;
                dataOut <= testMemory[txByteCounter];
                txBitNumber <= 0;
                txCounter <= 0;
            end else 
                txCounter <= txCounter + 1;
        end
        TX_STATE_WRITE: begin
            txPinRegister <= dataOut[txBitNumber];
            if ((txCounter + 1) == DELAY_FRAMES) begin
                if (txBitNumber == 3'b111) begin
                    txState <= TX_STATE_STOP_BIT;
                end else begin
                    txState <= TX_STATE_WRITE;
                    txBitNumber <= txBitNumber + 1;
                end
                txCounter <= 0;
            end else 
                txCounter <= txCounter + 1;
        end
        TX_STATE_STOP_BIT: begin
            txPinRegister <= 1;
            if ((txCounter + 1) == DELAY_FRAMES) begin
                if (txByteCounter == MEMORY_LENGTH - 1) begin
                    txState <= TX_STATE_DEBOUNCE;
                end else begin
                    txByteCounter <= txByteCounter + 1;
                    txState <= TX_STATE_START_BIT;
                end
                txCounter <= 0;
            end else 
                txCounter <= txCounter + 1;
        end
        TX_STATE_DEBOUNCE: begin
            if (txCounter == 23'b111111111111111111) begin
                if (btn1 == 1) 
                    txState <= TX_STATE_IDLE;
            end else
                txCounter <= txCounter + 1;
        end
    endcase      
end
endmodule
```
`design/flow/constraint.sdc`:
```
current_design uart

set clk_period 3.8
set clk_io_pct 0.2

create_clock -name clk0 -period $clk_period [get_ports {clk}]

set non_clock_inputs [all_inputs -no_clocks]
set_input_delay [expr $clk_period * $clk_io_pct] -clock clk0 $non_clock_inputs
set_output_delay [expr $clk_period * $clk_io_pct] -clock clk0 [all_outputs]
```
==> results.txt <==
Item: results of the latest flow run.

- The number of resized instances in the post-cts repair step is 0.
- The pin closest to its max-slew limit shows a slew of 0.789 ns.
- The critical path's slowest stage uses the library cell sky130_fd_sc_hd__nor4_4.
- The final wirelength is 7410 um.
- The cell sitting at the root of the clock tree is a sky130_fd_sc_hd__clkbuf_8.
- The global-route wire length before repair is 12,800 um.
- The cell total in the yosys stat output is 417.
- The count of buffers added on input and output ports is 9.
- The largest vdd supply drop is 0.416 mV.
- For this run, the detailed router's first-pass iteration total came to 4.
- The TritonCTS clock tree is yes.
- The register area share after synthesis is 50.8%.
- Before any placement, the netlist area is recorded as 4430 um2.
- The flow ran to the end, and the final reports show no timing, DRC or antenna violations.
- Walking the worst path, the cells encountered are nand4_1 > nor4_4 > nand3_1 > xor2_1 > nor3b_1 > nand4_1 > o31ai_1.
- No sink is reached through more buffers than the 2 on the longest clock path.
- The fmax is 315 MHz.
- Entering global routing, the biggest net connects 26 pins.
- The startpoint identified for the worst register-to-register timing path is txCounter[2].
- Per the post-CTS timing run, clock transition at the registers of the reported paths is 0.08 ns.
- The number of warning messages in the yosys log is 1.
- In the final layout, the fill cell count is 1,004.
- Yosys attributes the largest share of cell area to sky130_fd_sc_hd__edfxtp_1 (48%), sky130_fd_sc_hd__nor2_1 (4.8%), sky130_fd_sc_hd__ha_1 (4.2%).
- The cell family contributing the most delay on the critical path is simple AND/OR/NAND/NOR gates.
- The leakage power figure is 1.65 nW.
- From bottom edge to top edge, the die measures 107 um.
- The effective utilization at floorplan is 40.9%.
- The remaining routing DRC violations is 0.
- Per the synth log, the flip-flop and latch total comes to 77.
- Adding up every negative setup slack in the final design gives 0 ns.
- The per-instance average area after synthesis is 10.6 um2.
- The worst setup skew after layout is 0.0144 ns.
- The arrival time of the worst setup path is 3.18 ns.
- Setup repair after global routing left no endpoint under its margin.
- The netlist uses 55 different library cells.
- The min-delay analysis places its worst path in the category reg -> reg.
- The filler-free cell count of the finished design is 563.
- The final count of pins violating max slew is 0.
- According to the dpl log, the detail-placed design has an HPWL of 5080 um.
- Among all stages on the critical path, the maximum delay recorded is 0.64 ns.
- The number of buffers inserted for hold repair after clock tree synthesis is 0.
- The worst-case setup slack after placement is 0.681 ns.
- The synthesis report gives the async set-or-reset register share as 0%.
- Counting tap cells, the placed design contains a total of 547 instances.
- The synthesized netlist has a Yosys-reported chip area of 4430 um2.
- The count of warning messages emitted by the tools is 33.
- The initial antenna violation count is 0.
- For this design the top-level I/O count stands at 10.
- The number of antenna repair diodes is 0.
- STA classifies the critical path endpoint as a register.
- Summed over its instances, the top area cell type makes up 48.1% of the synthesized netlist area.
- The count of flip-flops with a built-in enable after synthesis is 71.
- The count of H-tree levels built during CTS is 3.
- The worst min-delay path startpoint is dataIn[0].
- Ranking logic cells in the layout by count gives the top entries sky130_fd_sc_hd__edfxtp_1 (71), sky130_fd_sc_hd__nor2_1 (57), sky130_fd_sc_hd__nand2_1 (29).
- The fraction of layout cells with a size suffix above 1 is 9.69%.
- The final weighted congestion recorded by global placement is 0.849.
- The number of setup buffers added after CTS is 0.
- The first-iteration detailed-routing DRC count is 105.
- The final critical path takes up 83.7% of the cycle.
- Per the post-route antenna check, the number of violating nets is 0.
- For the finished layout, the period the worst path requires is 3.18 ns.
- From synthesis to final layout, the design area changed by 8.97%.
- Summing all multi-input logic gate instances after layout gives 2050 um2.
- The number of global-route vias before repair came to 2,756.
- After detailed routing, the number of vias per cell comes to 5.29.
- The die is 107 um wide.
- The core occupancy in the finished layout is 44.6%.
- The detailed-route wire length per cell is 13.2 um.
- The worst-path maximum fanout is 9.
- In the final layout, flip-flops and latches occupy 2250 um2.
- The buffers plus inverters on the worst setup path is 0.
- The final number of setup-violating endpoints is 0.
- At the worst endpoint, the required time is 3.80 ns.
- The most used logic cell in the final layout is sky130_fd_sc_hd__edfxtp_1.
- The number of maximum-capacitance violations recorded for the run is 0.
- The via count is 2,978.
- Per the skew report, the later register of the worst-skew pair sees a clock latency of 0.36 ns.
- Across every metal layer, demand over resource in global routing totals 14.5%.
- Headroom to the max-slew limit came out at 47.2%.
- Per the OpenROAD floorplan log, the area of the core is 10,800 um2.
- The critical path launch point type is a register.
- Per the summary, power density relative to cell area is 496 nW/um2.
- The gate count after technology mapping is 417.
- In this run the full chip footprint comes out at 11,500 um2.
- The final timing report lists a hold violation count of 0.
- For this design, the sink count on the clock tree is 77.
- The origin of the worst setup path is txCounter[2].
- Once routing completed, OpenROAD measured the worst setup slack at 0.621 ns.
- The floorplan has 38 rows.
- The commonest register cell is sky130_fd_sc_hd__edfxtp_1.
- In this design, the critical path's most frequently occurring cell is sky130_fd_sc_hd__nand4_1.
- The worst setup path is of the reg -> reg kind.
- Of all cell types, the one taking the most synthesized area is sky130_fd_sc_hd__edfxtp_1.
- The aggregate global routing overflow is 0.
- Counting the buffers created by CTS gives 9.
registers in the layout, indices dropped and copies added, names as in the netlist:
name	count
byteReady	1
dataIn	8
dataOut	7
led	6
rxBitNumber	3
rxCounter	13
rxState	3
txBitNumber	3
txByteCounter	4
txCounter	25
txPinRegister	1
txState	3
synthesized netlist by cell type, drive strengths merged (9+ instances only):
cell and n:
nand4 10, nand2 29, clkbuf 12, xor2 20
nor3 24, nor2 57, inv 12, edfxtp 71
ha 15, xnor2 21, buf 9, nand3 17
a21oi 16
metrics by stage:
stage               power (mW)  instance area (um2)  hold slack, ns
floorplan                 1.65                 4430           0.387
global route              2.54                 4830           0.425
global placement          1.78                 4630           0.398
finish                    2.39                 4830           0.413
detailed placement        1.78                 4630           0.403
CTS                       2.42                 4830           0.421
cells by family (layout without fill, tap and decap cells):
family | Yosys count | count (layout) | synth area share (%)
simple gates | 194 | 194 | 24.3
flops | 77 | 77 | 50.8
compound gates | 52 | 52 | 7.90
xor+xnor | 41 | 41 | 8.10
buf+inv | 33 | 39 | 3.30
fa+ha+maj | 15 | 15 | 4.23
mux | 5 | 5 | 1.41
final cells by class:
class | instances | share of cell area (%)
Inverter | 12 | 0.932
Clock buffer | 10 | 2.85
Multi-Input combinational cell | 307 | 42.4
Timing Repair Buffer | 11 | 2.18
Sequential cell | 77 | 46.6
Clock inverter | 6 | 1.42
Tap cell | 140 | 3.63
power by group:
group	leakage [nW]	internal, mW	switching (mW)	total [mW]
registers	0.753	1.14	0.159	1.30
clock network	0.103	0.326	0.314	0.639
logic	0.793	0.189	0.263	0.453
metal layers:
metal | part of all wire, % | vias up | global-route usage (%)
li1 | - | 1518 | -
met1 | 51 | 1411 | 23.5
met2 | 44 | 41 | 21.9
met3 | 3.5 | 8 | 3.21
met4 | 1.3 | 0 | 1.66
met5 | 0 | - | 0
final timing paths:
check	endpoint	slack, ns	cells past startpoint
setup / recovery	txState[1]	0.62	7
hold reg to reg	led[0]	0.41	1
setup reg to reg	txState[1]	0.62	7
hold / removal	led[0]	0.41	1
Power is estimated from default activity; no workload was simulated.
